**design/flow/design.v**
```verilog
module dnn_accelerator (
    input  clk, 
    input  rst_n,
    input  EN_mac,                 
    output RDY_mac,                
    input  [15:0] mac_vectA_0,     
    input  [15:0] mac_vectB_0,     
    input  [15:0] mac_vectA_1,     
    input  [15:0] mac_vectB_1,     
    input  [15:0] mac_vectA_2,     
    input  [15:0] mac_vectB_2,     
    input  [15:0] mac_vectA_3,     
    input  [15:0] mac_vectB_3,     
    output EN_writeMem,            
    output [5:0] writeMem_addr,    
    output [33:0] writeMem_val,    
    input  EN_blockRead,           
    output RDY_blockRead,          
    output EN_readMem,             
    output [5:0] readMem_addr,     
    input  [33:0] readMem_val,     
    output VALID_memVal,           
    output [33:0] memVal_data      
);
    localparam N = 33;
    logic        mult0_VALID_output;
    logic [31:0] mult0_output_val;
    logic        mult0_stage1_occupied, mult0_stage2_occupied, mult0_stage3_occupied;
    logic        mult1_VALID_output;
    logic [31:0] mult1_output_val;
    logic        mult1_stage1_occupied, mult1_stage2_occupied, mult1_stage3_occupied;
    logic        mult2_VALID_output;
    logic [31:0] mult2_output_val;
    logic        mult2_stage1_occupied, mult2_stage2_occupied, mult2_stage3_occupied;
    logic        mult3_VALID_output;
    logic [31:0] mult3_output_val;
    logic        mult3_stage1_occupied, mult3_stage2_occupied, mult3_stage3_occupied;
    logic        result_EN_readMem_int;
    logic [31:0] stage1_prod0, stage1_prod1, stage1_prod2, stage1_prod3;
    logic        stage1_valid;
    always_ff @(posedge clk or negedge rst_n) begin
        if (!rst_n) begin
            stage1_prod0 <= 32'h0;
            stage1_prod1 <= 32'h0;
            stage1_prod2 <= 32'h0;
            stage1_prod3 <= 32'h0;
            stage1_valid <= 1'b0;
        end else begin
            if (mult0_VALID_output) begin
                stage1_prod0 <= mult0_output_val;
                stage1_prod1 <= mult1_output_val;
                stage1_prod2 <= mult2_output_val;
                stage1_prod3 <= mult3_output_val;
                stage1_valid <= 1'b1;
            end else begin
                stage1_valid <= 1'b0;
            end
        end
    end
    logic [32:0] stage2_sum01, stage2_sum23;
    logic        stage2_valid;
    always_ff @(posedge clk or negedge rst_n) begin
        if (!rst_n) begin
            stage2_sum01 <= 33'h0;
            stage2_sum23 <= 33'h0;
            stage2_valid <= 1'b0;
        end else begin
            if (stage1_valid) begin
                stage2_sum01 <= {1'b0, stage1_prod0} + {1'b0, stage1_prod1};
                stage2_sum23 <= {1'b0, stage1_prod2} + {1'b0, stage1_prod3};
                stage2_valid <= 1'b1;
            end else begin
                stage2_valid <= 1'b0;
            end
        end
    end
    logic [33:0] stage3_result;
    logic        stage3_valid;
    always_ff @(posedge clk or negedge rst_n) begin
        if (!rst_n) begin
            stage3_result <= 34'h0;
            stage3_valid  <= 1'b0;
        end else begin
            if (stage2_valid) begin
                stage3_result <= {1'b0, stage2_sum01} + {1'b0, stage2_sum23};
                stage3_valid  <= 1'b1;
            end else begin
                stage3_valid  <= 1'b0;
            end
        end
    end
    logic [6:0]  result_write_count;   
    logic [5:0]  result_read_count;    
    typedef enum logic [1:0] {
        IDLE    = 2'b00,
        WRITING = 2'b01,
        FULL    = 2'b10,
        READING = 2'b11
    } state_t;
    state_t current_state, next_state;
    always_ff @(posedge clk or negedge rst_n) begin
        if (!rst_n) begin
            current_state <= IDLE;
        end else begin
            current_state <= next_state;
        end
    end
    always_comb begin
        next_state = current_state;
        case (current_state)
            IDLE: begin
                if (EN_mac) begin
                    next_state = WRITING;
                end
            end
            WRITING: begin
                if (result_write_count == 7'd63) begin
                    next_state = FULL;
                end
            end
            FULL: begin
                if (EN_blockRead) begin
                    next_state = READING;
                end
            end
            READING: begin
                if (result_read_count == 6'd63 && result_EN_readMem_int) begin
                    next_state = IDLE;
                end
            end
            default: next_state = IDLE;
        endcase
    end
    always_ff @(posedge clk or negedge rst_n) begin
        if (!rst_n) begin
            result_write_count <= 7'd0;
        end else begin
            if (current_state == IDLE || current_state == READING) begin
                result_write_count <= 7'd0;
            end else if (stage3_valid && result_write_count < 7'd64) begin
                result_write_count <= result_write_count + 7'd1;
            end
        end
    end
    always_ff @(posedge clk or negedge rst_n) begin
        if (!rst_n) begin
            result_read_count <= 6'd0;
        end else begin
            if (current_state == FULL) begin
                result_read_count <= 6'd0;
            end else if (current_state == READING && result_EN_readMem_int) begin
                result_read_count <= result_read_count + 6'd1;
            end
        end
    end
    assign RDY_mac = (current_state == IDLE || current_state == WRITING) && 
                     (result_write_count < 7'd57);   
    assign RDY_blockRead = (current_state == FULL);
    assign EN_writeMem   = stage3_valid && (current_state == WRITING);
    assign writeMem_addr = result_write_count[5:0];
    assign writeMem_val  = stage3_result;
    assign result_EN_readMem_int = (current_state == READING);
    assign EN_readMem      = result_EN_readMem_int;
    assign readMem_addr    = result_read_count;
    logic VALID_memVal_reg;
    logic VALID_memVal_reg2;
    logic [33:0] memVal_data_reg;
    always_ff @(posedge clk or negedge rst_n) begin
        if (!rst_n) begin
            VALID_memVal_reg <= 1'b0;
            memVal_data_reg  <= 34'h0;
        end else begin
            VALID_memVal_reg <= result_EN_readMem_int;
            VALID_memVal_reg2 <= VALID_memVal_reg;
            memVal_data_reg  <= readMem_val;
        end
    end
    assign VALID_memVal = VALID_memVal_reg2;
    assign memVal_data = memVal_data_reg;
    logic [15:0] mac_vectA_0_reg, mac_vectB_0_reg;
    logic [15:0] mac_vectA_1_reg, mac_vectB_1_reg;
    logic [15:0] mac_vectA_2_reg, mac_vectB_2_reg;
    logic [15:0] mac_vectA_3_reg, mac_vectB_3_reg;
    logic        EN_mac_reg;
    always_ff @(posedge clk or negedge rst_n) begin
        if (!rst_n) begin
            mac_vectA_0_reg <= 16'h0;
            mac_vectB_0_reg <= 16'h0;
            mac_vectA_1_reg <= 16'h0;
            mac_vectB_1_reg <= 16'h0;
            mac_vectA_2_reg <= 16'h0;
            mac_vectB_2_reg <= 16'h0;
            mac_vectA_3_reg <= 16'h0;
            mac_vectB_3_reg <= 16'h0;
            EN_mac_reg <= 1'b0;
        end else begin
            if (EN_mac) begin
                mac_vectA_0_reg <= mac_vectA_0;
                mac_vectB_0_reg <= mac_vectB_0;
                mac_vectA_1_reg <= mac_vectA_1;
                mac_vectB_1_reg <= mac_vectB_1;
                mac_vectA_2_reg <= mac_vectA_2;
                mac_vectB_2_reg <= mac_vectB_2;
                mac_vectA_3_reg <= mac_vectA_3;
                mac_vectB_3_reg <= mac_vectB_3;
                EN_mac_reg <= 1'b1;
            end else begin
                EN_mac_reg <= 1'b0;
            end
        end
    end
    multiplier_800M_16b mult_inst_0 (
        .CLK(clk),
        .RST_N(rst_n),
        .EN(EN_mac_reg),
        .input0(mac_vectA_0_reg),
        .input1(mac_vectB_0_reg),
        .stage1_occupied(mult0_stage1_occupied),
        .stage2_occupied(mult0_stage2_occupied),
        .stage3_occupied(mult0_stage3_occupied),
        .VALID_output(mult0_VALID_output),
        .output_val(mult0_output_val)
    );
    multiplier_800M_16b mult_inst_1 (
        .CLK(clk),
        .RST_N(rst_n),
        .EN(EN_mac_reg),
        .input0(mac_vectA_1_reg),
        .input1(mac_vectB_1_reg),
        .stage1_occupied(mult1_stage1_occupied),
        .stage2_occupied(mult1_stage2_occupied),
        .stage3_occupied(mult1_stage3_occupied),
        .VALID_output(mult1_VALID_output),
        .output_val(mult1_output_val)
    );
    multiplier_800M_16b mult_inst_2 (
        .CLK(clk),
        .RST_N(rst_n),
        .EN(EN_mac_reg),
        .input0(mac_vectA_2_reg),
        .input1(mac_vectB_2_reg),
        .stage1_occupied(mult2_stage1_occupied),
        .stage2_occupied(mult2_stage2_occupied),
        .stage3_occupied(mult2_stage3_occupied),
        .VALID_output(mult2_VALID_output),
        .output_val(mult2_output_val)
    );
    multiplier_800M_16b mult_inst_3 (
        .CLK(clk),
        .RST_N(rst_n),
        .EN(EN_mac_reg),
        .input0(mac_vectA_3_reg),
        .input1(mac_vectB_3_reg),
        .stage1_occupied(mult3_stage1_occupied),
        .stage2_occupied(mult3_stage2_occupied),
        .stage3_occupied(mult3_stage3_occupied),
        .VALID_output(mult3_VALID_output),
        .output_val(mult3_output_val)
    );
endmodule: dnn_accelerator
module multiplier_800M_16b(
    CLK, RST_N,
    EN, input0, input1, 
    stage1_occupied,
    stage2_occupied,
    stage3_occupied,
    VALID_output, output_val
    );
input CLK, RST_N;
input EN;
input [15:0] input0, input1;
output stage1_occupied, stage2_occupied, stage3_occupied;
output VALID_output;
output [31:0] output_val;
localparam ZERO_8b = 8'd0;
reg stage1_occupied_reg;
wire [7:0] partials_4bmult [15:0];
reg [7:0] stage1_regs [15:0];
assign partials_4bmult[0] = input0[3:0] * input1[3:0];
assign partials_4bmult[1] = input0[3:0] * input1[7:4];
assign partials_4bmult[2] = input0[3:0] * input1[11:8];
assign partials_4bmult[3] = input0[3:0] * input1[15:12];
assign partials_4bmult[4] = input0[7:4] * input1[3:0];
assign partials_4bmult[5] = input0[7:4] * input1[7:4];
assign partials_4bmult[6] = input0[7:4] * input1[11:8];
assign partials_4bmult[7] = input0[7:4] * input1[15:12];
assign partials_4bmult[8] = input0[11:8] * input1[3:0];
assign partials_4bmult[9] = input0[11:8] * input1[7:4];
assign partials_4bmult[10] = input0[11:8] * input1[11:8];
assign partials_4bmult[11] = input0[11:8] * input1[15:12];
assign partials_4bmult[12] = input0[15:12] * input1[3:0];
assign partials_4bmult[13] = input0[15:12] * input1[7:4];
assign partials_4bmult[14] = input0[15:12] * input1[11:8];
assign partials_4bmult[15] = input0[15:12] * input1[15:12];
always @(posedge CLK) begin
    if (~RST_N) begin
        stage1_occupied_reg <= 1'b0;
        stage1_regs[0] <= ZERO_8b;
        stage1_regs[1] <= ZERO_8b;
        stage1_regs[2] <= ZERO_8b;
        stage1_regs[3] <= ZERO_8b;
        stage1_regs[4] <= ZERO_8b;
        stage1_regs[5] <= ZERO_8b;
        stage1_regs[6] <= ZERO_8b;
        stage1_regs[7] <= ZERO_8b;
        stage1_regs[8] <= ZERO_8b;
        stage1_regs[9] <= ZERO_8b;
        stage1_regs[10] <= ZERO_8b;
        stage1_regs[11] <= ZERO_8b;
        stage1_regs[12] <= ZERO_8b;
        stage1_regs[13] <= ZERO_8b;
        stage1_regs[14] <= ZERO_8b;
        stage1_regs[15] <= ZERO_8b;
    end
    else begin
        stage1_occupied_reg <= EN;
        if (EN) begin
            stage1_regs[0] <= partials_4bmult[0];
            stage1_regs[1] <= partials_4bmult[1];
            stage1_regs[2] <= partials_4bmult[2];
            stage1_regs[3] <= partials_4bmult[3];
            stage1_regs[4] <= partials_4bmult[4];
            stage1_regs[5] <= partials_4bmult[5];
            stage1_regs[6] <= partials_4bmult[6];
            stage1_regs[7] <= partials_4bmult[7];
            stage1_regs[8] <= partials_4bmult[8];
            stage1_regs[9] <= partials_4bmult[9];
            stage1_regs[10] <= partials_4bmult[10];
            stage1_regs[11] <= partials_4bmult[11];
            stage1_regs[12] <= partials_4bmult[12];
            stage1_regs[13] <= partials_4bmult[13];
            stage1_regs[14] <= partials_4bmult[14];
            stage1_regs[15] <= partials_4bmult[15];
        end
    end
end
reg stage2_occupied_reg;
wire [31:0] partials_add1 [3:0];
reg [31:0] stage2_regs [3:0];
assign partials_add1[0] = {24'd0, stage1_regs[0]} + {20'd0, stage1_regs[1], 4'd0} + {16'd0, stage1_regs[2], 8'd0} + {12'd0, stage1_regs[3], 12'd0};
assign partials_add1[1] = {20'd0, stage1_regs[4], 4'd0} + {16'd0, stage1_regs[5], 8'd0} + {12'd0, stage1_regs[6], 12'd0} + {8'd0, stage1_regs[7], 16'd0};
assign partials_add1[2] = {16'd0, stage1_regs[8], 8'd0} + {12'd0, stage1_regs[9], 12'd0} + {8'd0, stage1_regs[10], 16'd0} + {4'd0, stage1_regs[11], 20'd0};
assign partials_add1[3] = {12'd0, stage1_regs[12], 12'd0} + {8'd0, stage1_regs[13], 16'd0} + {4'd0, stage1_regs[14], 20'd0} + {stage1_regs[15], 24'd0};
always @(posedge CLK) begin
    if (~RST_N) begin
        stage2_occupied_reg <= 1'b0;
        stage2_regs[3] <= 32'd0;
        stage2_regs[2] <= 32'd0;
        stage2_regs[1] <= 32'd0;
        stage2_regs[0] <= 32'd0;
    end
    else begin
        stage2_occupied_reg <= stage1_occupied;
        if (stage1_occupied) begin
            stage2_regs[3] <= partials_add1[3];
            stage2_regs[2] <= partials_add1[2];
            stage2_regs[1] <= partials_add1[1];
            stage2_regs[0] <= partials_add1[0];
        end
    end
end
reg stage3_occupied_reg;
wire [31:0] partials_add2 [1:0];
reg [31:0] stage3_regs[1:0];
assign partials_add2[0] = stage2_regs[0] + stage2_regs[1];
assign partials_add2[1] = stage2_regs[2] + stage2_regs[3];
always @(posedge CLK) begin
    if (~RST_N) begin
        stage3_occupied_reg <= 1'b0;
        stage3_regs[0] <= 32'd0;
        stage3_regs[1] <= 32'd0;
    end
    else begin
        stage3_occupied_reg <= stage2_occupied;
        if (stage2_occupied) begin
            stage3_regs[0] <= partials_add2[0];
            stage3_regs[1] <= partials_add2[1];
        end
    end
end
reg stage4_occupied_reg;
wire [31:0] final_sum;
reg [31:0] output_val_reg;
assign final_sum = stage3_regs[0] + stage3_regs[1];
always @(posedge CLK) begin
    if (~RST_N) begin
        stage4_occupied_reg <= 1'b0;
        output_val_reg <= 32'd0;
    end
    else begin
        stage4_occupied_reg <= stage3_occupied;
        if (stage3_occupied) begin
            output_val_reg <= final_sum;
        end
    end
end
assign stage1_occupied = stage1_occupied_reg;
assign stage2_occupied = stage2_occupied_reg;
assign stage3_occupied = stage3_occupied_reg;
assign VALID_output = stage4_occupied_reg;
assign output_val = output_val_reg;
endmodule: multiplier_800M_16b
```
**design/flow/run.sh**
```bash
#!/bin/bash
# OpenROAD 26Q1-2900-gdf79404cd8, Yosys 0.63+post, stock flow scripts
make -C /OpenROAD-flow-scripts/flow DESIGN_CONFIG=/design/flow/config.mk WORK_HOME=/design/flow/orfs finish
```
**design/flow/config.mk**
```make
export PLATFORM = sky130hd
export DESIGN_NAME = dnn_accelerator
export DESIGN_NICKNAME = dnn_accelerator
export VERILOG_FILES = /design/flow/design.v
export SDC_FILE = /design/flow/constraint.sdc
export NUM_CORES = 4
export LEC_CHECK = 1
export CORE_UTILIZATION = 50
```
**design/flow/constraint.sdc**
```tcl
current_design dnn_accelerator

set clk_period 35.4
set clk_io_pct 0.2

create_clock -name clk0 -period $clk_period [get_ports {clk}]

set non_clock_inputs [all_inputs -no_clocks]
set_input_delay [expr $clk_period * $clk_io_pct] -clock clk0 $non_clock_inputs
set_output_delay [expr $clk_period * $clk_io_pct] -clock clk0 [all_outputs]
```
==> results.env <==
OVERFLOW=0
IO-PIN-COUNT=251
SYNTHDOMINANTAREACELLTYPE='sky130_fd_sc_hd__dfxtp_1'
CP.ARRIVAL_PS=10350
SYNTHFLOPTYPE='sky130_fd_sc_hd__dfxtp_1'
SYNTHSIMPLEGATEAREAFRAC=0.143
CLK_PIN_SLEW_WORST_PATHS_PS=60
LARGEST_NET_DEGREE_AT_THE_START_OF_GLOBAL_ROUTING=151
DP_HPWL_UM=183000
GLOBAL_ROUTE_WIRE_LENGTH_BEFORE_REPAIR_UM=406000
POST_DRT_WL_PER_CELL_UM=17.1
PEAK_VDD_IR_uV=52.9
NUMBER_OF_WARNING_MESSAGES_IN_THE_YOSYS_LOG=5
DRT_WL_TOTAL_UM=249000
PORT_BUFFERS=250
TOP_CELL_AREA_SHARE=0.221
AREA_DELTA_SYNTH_FINAL_PCT=10.7
FIRST_GLOBAL_VIAS=74299
GRTUSAGEMET1=0.394
CTS.ROOT.BUFFER_CELL='sky130_fd_sc_hd__clkbuf_16'
CTS-BUFFERS-INSERTED=182
POST_CTS.REPAIR.SETUP_BUFFERS=0
FLOORPLAN.DIE.HEIGHT_UM=464
CP_LAUNCH_TYPE='input port'
POST_SYNTH_MAIN_LOGIC_FAMILY='adder cells'
GP_CONGESTION=0.910
VIAS_PER_CELL=5.34
FILLER_CELL_COUNT=18055
SYNTHXORXNORAREAFRAC=0.0595
FLOORPLAN.DIE_AREA_UM2=215000
CTS_HOLD_BUFFERS=0
PLACEABLECOREAREA_UM2=212000
GR-USAGE-ALL-LAYERS=0.243
TIGHTESTPINTRANSITION_PS=925
CRITICAL_PATH.MAX_STAGE_DELAY_PS=750
WORSTPATHBUFFERINVERTERCOUNT=5
SETUP_TNS_PS=0
UNREPAIRED_SETUP_ENDPOINTS_AFTER_GLOBAL_ROUTING='no'
WORSTSETUPPATHTYPE='input port to register'
SYNTH_SEQUENTIAL_AREA_RATIO=0.318
CLOCKBUFFERDEPTH=3
WORST_CLOCK_SKEW_PS=25.2
CLOCK_LATENCY_OF_THE_LATER_CLOCKED_REGISTER_IN_THE_WORST_SKEW_PAIR_PS=830
POST_SYNTH_NUM_CELL_TYPES=85
DRC=0
DRT.ANTENNA.VIOLATING_NETS=0
YS_FF=1589
GRT_ANTENNA_BEFORE_REPAIR=6
SYNTHARSTFLOPSHARE=0.259
ENABLE_FLOP_CELLS=1
FINAL-COMB-AREA_UM2=68300
TIMING.CRITICAL_PATH.SLOWEST_STAGE_CELL='sky130_fd_sc_hd__buf_4'
POST_SYNTH_INST_COUNT=11495
REGAREA_UM2=33900
DRT_PASS1_ITERATIONS=34
PEAK_FANOUT_ALONG_THE_CRITICAL_PATH=98
SETUP.WORST_PATH.END_CLASS='register'
CRIT_PATH_CELL_TRACE='buf_8, inv_8, buf_4, buf_4, buf_4, nor2_1'
FP-ROW-COUNT=169
SLEW_VIOLATIONS=0
TOTAL_POWER_uW=5500
TIMING.CRITICAL_PATH.MODE_CELL='sky130_fd_sc_hd__buf_4'
MAPPEDNETLISTAREA_UM2=107000
SYNTH.MUX.AREA_FRACTION=0.101
TOPCELLSBYAREA='sky130_fd_sc_hd__dfxtp_1 (22%), sky130_fd_sc_hd__ha_1 (16%), sky130_fd_sc_hd__dfrtp_1 (9.6%)'
SYNTH_ADDER_AREA_SHARE=0.222
MAX_SLEW_MARGIN=0.367
POST_CTS_RESIZE_COUNT=0
YOSYS.STAT.CHIPAREA_UM2=107000
STATIC_POWER_DUE_TO_LEAKAGE_uW=0.0567
UTILIZATION=0.557
TIMING.FMAX_MHz=103
GRT_USE_MET2=0.348
DETAILROUTE.VIA_COUNT=77506
OUTCOME='finished, final reports clean'
FINAL_MIN_PERIOD_OVER_CLOCK_PERIOD=0.273
WORST_PATH_DOMINANT_CELL_FAMILY='buffers and inverters'
INITIALDRTVIOLATIONCOUNT=3733
POST_SYNTH.CELL_AREA_AVG_UM2=9.28
POST_SYNTH_AO_OA_AREA_FRACTION=0.115
TOTAL_COUNT_OF_HOLD_CHECK_FAILURES_IN_THE_FINAL_REPORT=0
YOSYS_CELLS=11495
MAX_CAP_VIOL_COUNT=0
FINALCRITICALPERIOD_PS=9680
SETUP_VIOL_COUNT_FINAL=0
HP-CLASS='register to register'
TRITONCTS='yes'
FIN_HOLD_WS_PS=419
WARNING_COUNT=32
POWER_DENSITY_nW_PER_UM2=46.6
TIMING.CRITICAL_PATH.REQUIRED_PS=36080
CORE_UTIL_FLOORPLAN=0.503
CTS.SINKS=1589
FINAL_LAYOUT_SIZE_SUFFIX_GT1_FRAC=0.0677
HTREEDEPTH=4
GLOBAL_ROUTE.USAGE.MET3=0.0557
DIEWIDTH_UM=464
LAYER_WITH_THE_HIGHEST_USAGE='met1'
==> per-layer routing <==
metal | up-vias | wire length, um
met5 | - | 8
met4 | 2 | 3400
met3 | 234 | 14700
met2 | 1244 | 104000
met1 | 36490 | 127000
li1 | 39536 | -
==> stage by stage <==
step | setup WS, ps | cells | instance area, um^2
CTS | 25810 | 14513 | 118000
finish | 25720 | 14516 | 118000
global route | 25480 | 14514 | 118000
floorplan | 27240 | 11495 | 107000
detailed placement | 24930 | 14172 | 112000
global placement | 24990 | 14172 | 112000
==> cells in the mapped netlist, types with 106 or more instances <==
cell / count
sky130_fd_sc_hd__a211oi_1: 147
sky130_fd_sc_hd__a21o_1: 307
sky130_fd_sc_hd__a21oi_1: 699
sky130_fd_sc_hd__and2_1: 561
sky130_fd_sc_hd__clkbuf_1: 450
sky130_fd_sc_hd__dfrtp_1: 411
sky130_fd_sc_hd__dfxtp_1: 1176
sky130_fd_sc_hd__fa_1: 319
sky130_fd_sc_hd__ha_1: 1379
sky130_fd_sc_hd__inv_1: 675
sky130_fd_sc_hd__mux2_2: 328
sky130_fd_sc_hd__mux2i_1: 708
sky130_fd_sc_hd__nand2_1: 772
sky130_fd_sc_hd__nand2b_1: 115
sky130_fd_sc_hd__nand3_1: 163
sky130_fd_sc_hd__nor2_1: 1294
sky130_fd_sc_hd__o21ai_0: 382
sky130_fd_sc_hd__o21bai_1: 106
sky130_fd_sc_hd__xnor2_1: 561
sky130_fd_sc_hd__xor2_1: 163
==> cell type report <==
type / instances / area share
clock buffers: 265 / 0.0453
diodes: 3 / 0.0000636
repair buffers: 366 / 0.0291
inverters: 678 / 0.0216
multi-input cells: 8718 / 0.579
flip-flops and latches: 1589 / 0.287
clock inverters: 76 / 0.00832
well taps: 2821 / 0.0299
==> final timing paths <==
check / from / cells past startpoint / slack (ps) / endpoint
hold reg to reg: VALID_memVal_reg$_DFF_PN0_ / 0 / 420 / VALID_memVal_reg2$_DFFE_PP_
setup / recovery: rst_n / 6 / 25720 / mult_inst_0.stage1_regs[3][3]$_SDFFE_PN0P_
setup reg to reg: EN_mac_reg$_DFF_PN0_ / 8 / 30000 / mult_inst_3.stage1_regs[8][1]$_SDFFE_PN0P_
hold / removal: VALID_memVal_reg$_DFF_PN0_ / 0 / 420 / VALID_memVal_reg2$_DFFE_PP_
min in group asynchronous: rst_n / 1 / 6210 / stage2_sum23[0]$_DFFE_PN0P_
max in group asynchronous: rst_n / 3 / 27430 / EN_mac_reg$_DFF_PN0_
==> worst reg2reg max path, stage by stage, from the launching register on <==
cell and delay (ps):
sky130_fd_sc_hd__dfrtp_4 940, sky130_fd_sc_hd__buf_12 500, sky130_fd_sc_hd__buf_4 860, sky130_fd_sc_hd__buf_4 570, sky130_fd_sc_hd__buf_4 670, sky130_fd_sc_hd__buf_4 650, sky130_fd_sc_hd__buf_4 690, sky130_fd_sc_hd__mux2i_1 310
sky130_fd_sc_hd__nor2_1 60
==> kinds of logic (layout without fill, tap and decap cells) <==
logic type | Yosys count | count (layout)
simple gates | 3291 | 3291
compound gates | 1969 | 1969
fa+ha+maj | 1698 | 1698
flops | 1589 | 1589
buf+inv | 1188 | 1385
mux | 1036 | 1036
xor+xnor | 724 | 724
other cells | 0 | 3
==> power by group <==
| part | switching (uW) | internal (uW) |
|---|---|---|
| logic | 754 | 657 |
| clock network | 795 | 1170 |
| registers | 175 | 1950 |
==> layout by cell type (no fill, tap or decap), drive strengths merged, types with 248 or more instances in the layout <==
master         count
dfrtp            411
a21oi            700
xnor2            561
and2             561
mux2             328
inv              687
dfxtp           1176
fa               319
clkbuf           265
ha              1379
mux2i            708
nand2            772
clkdlybuf4s50    248
a21o             307
o21ai            392
nor2            1294
No activity file was given, so power comes from the tool's default toggle rates.
