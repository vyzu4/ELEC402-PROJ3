==> design.v <==
module multiplier_module (
    input  logic        clk,               
    input  logic        rst_n,             
    input  logic        EN_mult,           
    input  logic [15:0] mult_input0,       
    input  logic [15:0] mult_input1,       
    output logic        RDY_mult,          
    input  logic        EN_blockRead,      
    output logic        VALID_memVal,      
    output logic [31:0] memVal_data,       
    output logic        EN_writeMem,       
    output logic [5:0]  writeMem_addr,     
    output logic [31:0] writeMem_val,      
    output logic        EN_readMem,        
    output logic [5:0]  readMem_addr,      
    input  logic [31:0] readMem_val        
);
    logic [15:0] mult_stage1_a;
    logic [15:0] mult_stage1_b;
    logic        mult_stage1_valid;
    logic [31:0] mult_stage2_pp0;      
    logic [31:0] mult_stage2_pp1;      
    logic [31:0] mult_stage2_pp2;      
    logic [31:0] mult_stage2_pp3;      
    logic [15:0] mult_stage2_a;        
    logic [15:0] mult_stage2_b;        
    logic        mult_stage2_valid;
    logic [31:0] mult_stage3_sum03;    
    logic [31:0] mult_stage3_pp4;      
    logic [31:0] mult_stage3_pp5;      
    logic [31:0] mult_stage3_pp6;      
    logic [31:0] mult_stage3_pp7;      
    logic [15:0] mult_stage3_a;        
    logic [15:0] mult_stage3_b;        
    logic        mult_stage3_valid;
    logic [31:0] mult_stage4_sum07;    
    logic [31:0] mult_stage4_pp8;      
    logic [31:0] mult_stage4_pp9;      
    logic [31:0] mult_stage4_pp10;     
    logic [31:0] mult_stage4_pp11;     
    logic [15:0] mult_stage4_a;        
    logic [15:0] mult_stage4_b;        
    logic        mult_stage4_valid;
    logic [31:0] mult_stage5_sum011;   
    logic [31:0] mult_stage5_pp12;     
    logic [31:0] mult_stage5_pp13;     
    logic [31:0] mult_stage5_pp14;     
    logic [31:0] mult_stage5_pp15;     
    logic        mult_stage5_valid;
    logic [31:0] mult_stage6_result;
    logic        mult_stage6_valid;
    logic [6:0]  write_count;               
    logic [5:0]  read_count;                
    typedef enum logic [1:0] {
        IDLE       = 2'b00,    
        WRITING    = 2'b01,    
        FULL       = 2'b10,    
        READING    = 2'b11     
    } state_t;
    state_t current_state, next_state;
    always_ff @(posedge clk or negedge rst_n) begin
        if (!rst_n) begin
            mult_stage1_a     <= 16'h0;
            mult_stage1_b     <= 16'h0;
            mult_stage1_valid <= 1'b0;
        end else begin
            if (EN_mult && RDY_mult) begin
                mult_stage1_a     <= mult_input0;
                mult_stage1_b     <= mult_input1;
                mult_stage1_valid <= 1'b1;
            end else begin
                mult_stage1_valid <= 1'b0;
            end
        end
    end
    always_ff @(posedge clk or negedge rst_n) begin
        if (!rst_n) begin
            mult_stage2_pp0   <= 32'h0;
            mult_stage2_pp1   <= 32'h0;
            mult_stage2_pp2   <= 32'h0;
            mult_stage2_pp3   <= 32'h0;
            mult_stage2_a     <= 16'h0;
            mult_stage2_b     <= 16'h0;
            mult_stage2_valid <= 1'b0;
        end else begin
            if (mult_stage1_valid) begin
                mult_stage2_pp0   <= mult_stage1_b[0] ? {16'h0, mult_stage1_a} : 32'h0;
                mult_stage2_pp1   <= mult_stage1_b[1] ? {15'h0, mult_stage1_a, 1'b0} : 32'h0;
                mult_stage2_pp2   <= mult_stage1_b[2] ? {14'h0, mult_stage1_a, 2'b0} : 32'h0;
                mult_stage2_pp3   <= mult_stage1_b[3] ? {13'h0, mult_stage1_a, 3'b0} : 32'h0;
                mult_stage2_a     <= mult_stage1_a;
                mult_stage2_b     <= mult_stage1_b;
                mult_stage2_valid <= 1'b1;
            end else begin
                mult_stage2_valid <= 1'b0;
            end
        end
    end
    always_ff @(posedge clk or negedge rst_n) begin
        if (!rst_n) begin
            mult_stage3_sum03 <= 32'h0;
            mult_stage3_pp4   <= 32'h0;
            mult_stage3_pp5   <= 32'h0;
            mult_stage3_pp6   <= 32'h0;
            mult_stage3_pp7   <= 32'h0;
            mult_stage3_a     <= 16'h0;
            mult_stage3_b     <= 16'h0;
            mult_stage3_valid <= 1'b0;
        end else begin
            if (mult_stage2_valid) begin
                mult_stage3_sum03 <= mult_stage2_pp0 + mult_stage2_pp1 + mult_stage2_pp2 + mult_stage2_pp3;
                mult_stage3_pp4   <= mult_stage2_b[4] ? {12'h0, mult_stage2_a, 4'b0} : 32'h0;
                mult_stage3_pp5   <= mult_stage2_b[5] ? {11'h0, mult_stage2_a, 5'b0} : 32'h0;
                mult_stage3_pp6   <= mult_stage2_b[6] ? {10'h0, mult_stage2_a, 6'b0} : 32'h0;
                mult_stage3_pp7   <= mult_stage2_b[7] ? {9'h0, mult_stage2_a, 7'b0} : 32'h0;
                mult_stage3_a     <= mult_stage2_a;
                mult_stage3_b     <= mult_stage2_b;
                mult_stage3_valid <= 1'b1;
            end else begin
                mult_stage3_valid <= 1'b0;
            end
        end
    end
    always_ff @(posedge clk or negedge rst_n) begin
        if (!rst_n) begin
            mult_stage4_sum07 <= 32'h0;
            mult_stage4_pp8   <= 32'h0;
            mult_stage4_pp9   <= 32'h0;
            mult_stage4_pp10  <= 32'h0;
            mult_stage4_pp11  <= 32'h0;
            mult_stage4_a     <= 16'h0;
            mult_stage4_b     <= 16'h0;
            mult_stage4_valid <= 1'b0;
        end else begin
            if (mult_stage3_valid) begin
                mult_stage4_sum07 <= mult_stage3_sum03 + mult_stage3_pp4 + mult_stage3_pp5 + mult_stage3_pp6 + mult_stage3_pp7;
                mult_stage4_pp8   <= mult_stage3_b[8] ? {8'h0, mult_stage3_a, 8'b0} : 32'h0;
                mult_stage4_pp9   <= mult_stage3_b[9] ? {7'h0, mult_stage3_a, 9'b0} : 32'h0;
                mult_stage4_pp10  <= mult_stage3_b[10] ? {6'h0, mult_stage3_a, 10'b0} : 32'h0;
                mult_stage4_pp11  <= mult_stage3_b[11] ? {5'h0, mult_stage3_a, 11'b0} : 32'h0;
                mult_stage4_a     <= mult_stage3_a;
                mult_stage4_b     <= mult_stage3_b;
                mult_stage4_valid <= 1'b1;
            end else begin
                mult_stage4_valid <= 1'b0;
            end
        end
    end
    always_ff @(posedge clk or negedge rst_n) begin
        if (!rst_n) begin
            mult_stage5_sum011 <= 32'h0;
            mult_stage5_pp12   <= 32'h0;
            mult_stage5_pp13   <= 32'h0;
            mult_stage5_pp14   <= 32'h0;
            mult_stage5_pp15   <= 32'h0;
            mult_stage5_valid  <= 1'b0;
        end else begin
            if (mult_stage4_valid) begin
                mult_stage5_sum011 <= mult_stage4_sum07 + mult_stage4_pp8 + mult_stage4_pp9 + mult_stage4_pp10 + mult_stage4_pp11;
                mult_stage5_pp12   <= mult_stage4_b[12] ? {4'h0, mult_stage4_a, 12'b0} : 32'h0;
                mult_stage5_pp13   <= mult_stage4_b[13] ? {3'h0, mult_stage4_a, 13'b0} : 32'h0;
                mult_stage5_pp14   <= mult_stage4_b[14] ? {2'h0, mult_stage4_a, 14'b0} : 32'h0;
                mult_stage5_pp15   <= mult_stage4_b[15] ? {1'h0, mult_stage4_a, 15'b0} : 32'h0;
                mult_stage5_valid  <= 1'b1;
            end else begin
                mult_stage5_valid <= 1'b0;
            end
        end
    end
    always_ff @(posedge clk or negedge rst_n) begin
        if (!rst_n) begin
            mult_stage6_result <= 32'h0;
            mult_stage6_valid  <= 1'b0;
        end else begin
            if (mult_stage5_valid) begin
                mult_stage6_result <= mult_stage5_sum011 + mult_stage5_pp12 + mult_stage5_pp13 + mult_stage5_pp14 + mult_stage5_pp15;
                mult_stage6_valid  <= 1'b1;
            end else begin
                mult_stage6_valid  <= 1'b0;
            end
        end
    end
    always_ff @(posedge clk or negedge rst_n) begin
        if (!rst_n) begin
            current_state <= IDLE;
        end else begin
            current_state <= next_state;
        end
    end
    always_comb begin
        next_state = current_state;
        case (current_state)
            IDLE: begin
                if (EN_mult && RDY_mult) begin
                    next_state = WRITING;
                end
            end
            WRITING: begin
                if (write_count == 7'd64) begin
                    next_state = FULL;
                end
            end
            FULL: begin
                if (EN_blockRead) begin
                    next_state = READING;
                end
            end
            READING: begin
                if (read_count == 6'd63 && EN_readMem) begin
                    next_state = IDLE;
                end
            end
            default: next_state = IDLE;
        endcase
    end
    always_ff @(posedge clk or negedge rst_n) begin
        if (!rst_n) begin
            write_count <= 7'd0;
        end else begin
            if (current_state == IDLE || current_state == READING) begin
                write_count <= 7'd0;   
            end else if (mult_stage6_valid && write_count < 7'd64) begin
                write_count <= write_count + 7'd1;
            end
        end
    end
    always_ff @(posedge clk or negedge rst_n) begin
        if (!rst_n) begin
            read_count <= 6'd0;
        end else begin
            if (current_state == FULL) begin
                read_count <= 6'd0;   
            end else if (current_state == READING && EN_readMem) begin
                read_count <= read_count + 6'd1;
            end
        end
    end
    assign EN_writeMem    = mult_stage6_valid && (current_state == WRITING);
    assign writeMem_addr  = write_count[5:0];    
    assign writeMem_val   = mult_stage6_result;
    assign EN_readMem   = (current_state == READING);
    assign readMem_addr = read_count;
    assign RDY_mult = (current_state == IDLE || current_state == WRITING) && 
                      (write_count < 7'd64);
    logic VALID_memVal_reg;
    always_ff @(posedge clk or negedge rst_n) begin
        if (!rst_n) begin
            VALID_memVal_reg <= 1'b0;
            memVal_data      <= 32'h0;
        end else begin
            VALID_memVal_reg <= EN_readMem;
            memVal_data      <= readMem_val;   
        end
    end
    assign VALID_memVal = VALID_memVal_reg;
endmodule: multiplier_module
==> run.sh <==
#!/bin/bash
# OpenROAD 26Q1-2900-gdf79404cd8, Yosys 0.63+post, stock flow scripts
make -C /OpenROAD-flow-scripts/flow DESIGN_CONFIG=/design/flow/config.mk WORK_HOME=/design/flow/orfs finish
==> config.mk <==
export PLATFORM = sky130hd
export DESIGN_NAME = multiplier_module
export DESIGN_NICKNAME = multiplier_module
export VERILOG_FILES = /design/flow/design.v
export SDC_FILE = /design/flow/constraint.sdc
export NUM_CORES = 4
export LEC_CHECK = 1
export CORE_UTILIZATION = 40
==> constraint.sdc <==
current_design multiplier_module

set clk_period 13.4
set clk_io_pct 0.2

create_clock -name clk0 -period $clk_period [get_ports {clk}]

set non_clock_inputs [all_inputs -no_clocks]
set_input_delay [expr $clk_period * $clk_io_pct] -clock clk0 $non_clock_inputs
set_output_delay [expr $clk_period * $clk_io_pct] -clock clk0 [all_outputs]
==> impl_metrics.yaml <==
# yosys + openroad results
worst_setup_path:
  worstPathRequired_ps: 14070
  crit_start: "rst_n"
  critPathLaunchType: "primary input"
  crit_type: "in -> async"
  reg2reg_from: "mult_stage4_sum07[12]"
  critPathArrivalTime_ps: 5390
  cp-end-kind: "asynchronous set/reset pin"
  rrSetupSlack_ps: 9170
  cp-endpoint: "mult_stage2_pp1[12]"
  critPathMaxFanout: 92
  reg2reg_depth: 14
  r2r-end: "mult_stage5_sum011[26]"
drt:
  wl_per_cell_um: 16.53
  firstDrtPassIters: 5
  vias: 18254
  detail_route.iter0.violations: 1217
  wirelength_mm: 59.80
  drtAntennaViolNets: 0
  vias_per_cell: 5.045
  drcViolationCount: 0
synth:
  ys_cells: 2600
  ys_area_um2: 27670
  top_cells_by_area: "dfrtp_1 47%, fa_1 12%, inv_1 6.8%"
  synth_flops: 523
  edf_count: 0
  common_cells: "522 x dfrtp_1, 503 x inv_1, 300 x o21ai_0"
  ys_types: 68
  synth-main-ff-cell: "dfrtp_1"
  syn_avg_cell_area_um2: 10.64
  syn_area_um2: 27670
  yosys_warnings: 1
  synth_async_sr_flop_share_pct: 100.0
  postSynthCellCount: 2600
  ys_seq_share_pct: 47.31
  synthMostInstantiatedCell: "dfrtp_1"
  top_cell_area_share_pct: 47.21
  yosysTopAreaCell: "dfrtp_1"
floorplanning:
  initial_core_util_pct: 40.41
  die_h_um: 265
  io-pin-count: 148
  die-width_um: 265
  dieArea_um2: 70230
  num_rows: 96
  coreArea_um2: 68470
final_timing:
  skew_ps: 47.29
  setup-tns-final_ps: 0
  period_minus_slack_ps: 4720
  slew_violations: 0
  setup_ws_ps: 8680
  setup_violations: 0
  max_freq_mhz: 211.9
  rsz0062_at_grt: "no"
  slew_headroom_pct: 42.24
  worstMarginPinSlew_ps: 866.4
  finalCritPeriodShare_pct: 35.22
  hold_viol: 0
flow_run:
  maxCapViolCount: 0
  tool_warnings: 33
grt:
  gr-usage-met3_pct: 5.290
  antenna_found_initial: 0
  track_usage_pct: 18.72
  globalRouteMet1Util_pct: 28.45
  grt-busiest-layer: "met2"
  first_global_vias: 18854
  grt_max_degree: 122
  grt_pass1_wl_mm: 100.9
  grt-ovfl-total: 0
  met2_usage_pct: 28.49
clocking:
  cts_tree: "yes"
  cts_setup_buffers: 0
  postCtsResizedCells: 0
  path_clk_slew_ps: 60
  hold_buffers: 0
  clockBufferDepth: 3
  cts_buffers: 58
  clockRootBuffer: "clkbuf_16"
  cts_max_level: 2
  cts.sink_count: 523
  clock_latency_ps: 640
placement:
  dp.cells: 3508
  io_buffers: 147
  gp_congestion: 0.8964
  dpl_worst_slack_ps: 7890
  dp_hpwl_mm: 41.72
final_layout:
  top_regs: "memVal_data x32, mult_stage6_result x32, mult_stage5_sum011 x29"
  post-route-util_pct: 46.67
  stdcell_count: 3618
  area_delta_synth_final_pct: 15.49
  fillers: 6025
  final_layout_size_suffix_gt1_share_pct: 10.97
worst_hold_path:
  hold_path_class: "reg -> reg"
run_status:
  status: "complete, no violations"
how the worst min path moves through the flow:
stage                                start                    to  slack (ps)  depth (start not counted)
final                 mult_stage3_sum03[6]  mult_stage3_sum03[6]         480                          1
after CTS             mult_stage3_sum03[6]  mult_stage3_sum03[6]         490                          1
after global routing      mult_stage2_b[9]      mult_stage3_b[9]         500                          1
stage by stage:
stage / hold slack [ps] / cell area [um2]
6_report: 483.4 / 31950
4_1_cts: 487.3 / 31950
2_1_floorplan: 351.9 / 27670
5_1_grt: 498.7 / 31950
3_5_place_dp: 473.6 / 29860
3_3_place_gp: 474.3 / 29860
critical path: stages:
cell and delay (ps):
buf_8 520, buf_4 630, buf_4 650, buf_4 730
layout by cell type, fill, tap and decap left out, types with 5 or more instances in the layout:
master and n:
bufinv_16 8, xnor2_1 28, nor2b_1 6, a21o_1 27, nand4_1 15, nand3b_1 7
nand2_1 48, nand3_1 267, clkbuf_16 58, a21oi_1 57, mux2i_1 18, fa_1 167
inv_1 503, clkbuf_8 17, o21ai_0 300, clkbuf_1 9, mux2_2 163, nor2_1 54
a211oi_1 14, and3_1 12, dfrtp_1 517, ha_1 100, clkdlybuf4s50_1 146, o22ai_1 7
o21a_1 12, xor2_1 20, clkinv_2 12, buf_4 15, nand4b_1 5, nor3_1 12
a31oi_1 5, and2_1 5, o211ai_1 12, o21bai_1 6, o31ai_1 7
final cells by class:
type | instances | area, um2 | area share [%]
Clock inverter | 25 | 375.4 | 1.175
Clock buffer | 84 | 1719 | 5.380
Tap cell | 882 | 1104 | 3.454
Multi-Input combinational cell | 1436 | 12150 | 38.02
Antenna cell | 1 | 2.502 | 0.007831
Inverter | 504 | 1892 | 5.920
Sequential cell | 523 | 13110 | 41.01
Timing Repair Buffer | 163 | 1609 | 5.035
layer usage:
layer | vias up | share of wire, % | wire [um]
li1 | 8702 | - | -
met1 | 9060 | 44 | 26530
met2 | 403 | 47 | 27910
met3 | 87 | 6.9 | 4107
met4 | 2 | 2.0 | 1196
met5 | - | 0.087 | 52
cells by family (layout without fill, tap and decap cells):
family          count (synthesis)  count (layout)  synth area share, %
compound gates                487             487                10.27
mux                           181             181                7.285
simple gates                  453             453                8.226
xor+xnor                       48              48                1.519
buf+inv                       641             776                8.791
fa+ha+maj                     267             267                16.61
other cells                     0               1                    0
flops                         523             523                47.31
